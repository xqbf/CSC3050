==> flow/design.v <==
module alu(instruction, regA, regB, result, flags);
	input[31:0] instruction;
	input[31:0] regA,regB; 
	output[31:0] result;
	output[2:0] flags; 
	reg[5:0] opcode, func;  
	reg[31:0] rd;  
	reg[31:0] rs,rt;  
	reg[5:0] shamt;
	reg[15:0] imm;
	reg[2:0] flags;
	reg[31:0] temp;
	reg[31:0] tempA;
	reg[31:0] tempB;
	always @ (*)
		begin
		tempA = regA;
		tempB = regB;
		opcode = instruction[31:26];
		func = instruction[5:0];
		flags = 3'b000;
		if(instruction[20:16]=={5'b0})
			begin
			temp = tempA;
			tempA = tempB;
			tempB = temp;
			end
		case(opcode)
		6'b000000:
			begin
				case(func)
					6'b100000:
						begin
							rs = tempA;
							rt = tempB;
							rd = rs + rt;
							if({rs[31],rt[31],rd[31]}=={3'b001}||{rs[31],rt[31],rd[31]}=={3'b110})
								flags[0] = 1;
							else 
								flags[0] = 0;
						end
					6'b100001:
						begin
							rs = tempA;
							rt = tempB;
							rd = rs + rt;
						end
					6'b100010:
						begin
							rs = tempA;
							rt = tempB;
							rd = tempA - tempB;
							if({rs[31],rt[31],rd[31]}=={3'b011}||{rs[31],rt[31],rd[31]}=={3'b100})
								flags[0] = 1;
							else
								flags[0] = 0;
						end
					6'b100011:
						begin
							rs = tempA;
							rt = tempB;
							rd = tempA - tempB;
						end
					6'b100100:
						begin
							rs = tempA;
							rt = tempB;
							rd = rs & rt;
						end
					6'b100111:
						begin
							rs = tempA;
							rt = tempB;
							rd = ~(rs | rt);
						end 	
					6'b100101:
						begin
							rs = tempA;
							rt = tempB;
							rd = rs | rt;
						end		
					6'b100110:
						begin
							rs = tempA;
							rt = tempB;
							rd = rs ^ rt;
						end		
					6'b101010:
						begin
							rs = tempA;
							rt = tempB;
							rd = rs - rt;
							flags[1] = rd[31];  
						end
					6'b101011:
						begin
							rs = tempA;
							rt = tempB;
							rd = rs - rt;
							flags[1] = (rs<rt);
						end
					6'b000000:
						begin
							rt = tempB;
							shamt = instruction[10:6];
							rd = rt << shamt;
						end
					6'b000100:
						begin
							rs = tempA;
							rt = tempB;
							rd = rt << rs;
						end
					6'b000010:
						begin
							rt = tempB;
							shamt = instruction[10:6];
							rd = rt >> shamt;
						end
					6'b000110:
						begin
							rs = tempA;
							rt = tempB;
							rd = rt >> rs;
						end
					6'b000011:
						begin
							rt = tempB;
							shamt = instruction[10:6];
							rd = rt >>> shamt;
						end
					6'b000111:
						begin
							rs = tempA;
							rt = tempB;
							rd = rt >>> rs;
						end
					endcase
				end
			6'b001000:
				begin
					rs = tempA;
					imm = instruction[15:0];
					if(imm[15] == 1'b1)
					     rd = rs + {16'b1,imm};
					else 
					     rd = rs + {16'b0,imm};
					if({rs[31],rd[31]}=={2'b01} || {rs[31],rd[31]} == {2'b10})
						flags[0] = 1;
					else 
						flags[0] = 0;
				end
			6'b001001:
				begin
					rs = tempA;
					imm = instruction[15:0];
					rd = rs + {16'b0,imm};
				end
			6'b001100:
				begin
					rs = tempA;
					imm = instruction[15:0];
					rd = rs & {16'b0,imm};
				end
			6'b000100:
				begin
					rs = tempA;
					rt = tempB;
					rd = rs - rt;
					if(rd=={32'b0})
						flags[2] = 1;
					else
						flags[2] = 0;
				end
			6'b000101:
				begin
					rs = tempA;
					rt = tempB;
					rd = rs - rt;
					if(rd=={32'b0})
						flags[2] = 1;
					else
						flags[2] = 0;
				end
			6'b001101:
				begin
					rs = tempA;
					imm = instruction[15:0];
					rd = rs | {16'b0,imm};
				end	
			6'b001110:
				begin
					rs = tempA;
					imm = instruction[15:0];
					rd = rs ^ {16'b0,imm};
				end
			6'b001010:
				begin
					rs = tempA;
					imm = instruction[15:0];
					if (imm[15] == 1'b0)
						rd = rs - {16'b0,imm};
					else 
						rd = rs - {16'b1,imm};
					flags[1] = rd[31];
				end
			6'b001011:
				begin
					rs = tempA;
					imm = instruction[15:0];
					rd = rs - {16'b0,imm};
					flags[1] = (rs<{16'b0,imm});
				end
			6'b100011:
				begin
					rs = tempA;
					imm = instruction[15:0];
					if (imm[15] == 1'b0)
					rd = rs + {16'b0,imm};
					else 
					rd = rs + {16'b1,imm};
				end				
			6'b101011:
				begin
					rs = tempA;
					imm = instruction[15:0];
					if (imm[15] == 1'b0)
					rd = rs + {16'b0,imm};
					else 
					rd = rs + {16'b1,imm};
				end
			endcase
		end
	assign result = rd[31:0];
endmodule
==> flow/run.sh <==
#!/bin/bash
# OpenROAD 26Q1-2900-gdf79404cd8, Yosys 0.63+post, stock flow scripts
make -C /OpenROAD-flow-scripts/flow DESIGN_CONFIG=/design/flow/config.mk WORK_HOME=/design/flow/orfs finish
==> flow/config.mk <==
export PLATFORM = sky130hd
export DESIGN_NAME = alu
export DESIGN_NICKNAME = alu
export VERILOG_FILES = /design/flow/design.v
export SDC_FILE = /design/flow/constraint.sdc
export NUM_CORES = 4
export LEC_CHECK = 1
export CORE_UTILIZATION = 30
==> flow/constraint.sdc <==
current_design alu

set clk_period 20.9
set clk_io_pct 0.2

create_clock -name clk0 -period $clk_period

set non_clock_inputs [all_inputs -no_clocks]
set_input_delay [expr $clk_period * $clk_io_pct] -clock clk0 $non_clock_inputs
set_output_delay [expr $clk_period * $clk_io_pct] -clock clk0 [all_outputs]
==> ci_impl_report.md <==
### Flow metrics

| Metric | Value |
|---|---|
| Gate Area | between 15000 and 20000 sq um |
| Largest net degree at the start of global routing | between 60 and 70 |
| Core region area | 58000 sq um |
| Req. time, crit path | 16.72 ns |
| Worst setup EP type | output pin |
| Maxcap violations | 0 |
| Min-Delay Path Depth | 4 |
| Status | completed |
| Die Span Y | around 250 um |
| Drt first-iter violations | just over 3000 |
| Met1 Usage GRT | 0.473 |
| Tool Warnings | approximately 90 |
| Post-layout power | 0.633 mW |
| Post-CTS setup buffer count | 0 |
| Post-synth top area share | 0.0869 |
| Fin. max-slew vios | 0 |
| Num rows | 88 |
| ANT cells | 0 |
| Post-DR vias/cell | approximately 6.6 |
| Remaining DRCs | 0 |
| CP peak stage delay | between 0.7 and 0.8 ns |
| Post-CTS sizing | 0 |
| Final Hold Fails | 0 |
| Final Non-Filler Cells | between 3000 and 4000 |
| Top cells, area | mux2i_1 (8.7%), a21oi_1 (7.8%), ha_1 (7.2%) |
| Post-CTS Hold Buffers | 0 |
| Area figure in the yosys stat output | approximately 18000 sq um |
| CP max-delay cell | a31oi_1 |
| Port Buffer Count | 126 |
| Cell Type Count | around 91 |
| Vias | ~23000 |
| WP data arrival | between 10 and 15 ns |
| Critical path cell sequence | clkdlybuf4s50_1, inv_1, ha_1, or4b_2, o311ai_0, mux2i_1, or2_2, a31oi_1, o211ai_1, a211oi_1, a21o_1, xnor3_1, mux2i_1, o221ai_1, clkdlybuf4s50_1 |
| Area after DPL | just under 20000 sq um |
| Sequential standard cell area | around 480 sq um |
| Chip area | 60100 sq um |
| Synth top cells by count | a21oi_1 (277), nand2_1 (268), nor2_1 (266) |
| Maximum VDD drop | 0.0000134 V |
| HP Start | instruction[1] |
| PD cells | roughly 32 nW/um^2 |
| Avg Cell Area, Syn | between 6 and 7 sq um |
| Pre-CTS setup slack | 6.69 ns |
| Post-Syn Instances | 2767 |
| Post-synth regs | 32 |
| Final WS setup | between 6 and 7 ns |
| Register pins left without a clock | 32 |
| Cell taking the most area after synthesis | mux2i_1 |
| RSZ-0062 raised after global routing | no |
| Leakage | between 7 and 8 nW |
| Largest register FFs | 32 |
| All-Layer GR Usage | 0.339 |
| Async SR Flop Fraction | 0 |
| Remaining global-route overflow | 0 |
| Max Freq | 0.0695 GHz |
| Final worst-path cycle share | 0.688 |
| Fill count | 6376 |
| Final instance area | ~20000 sq um |
| Core Util at FP | 0.306 |
| Post-DP HPWL | 83.1 mm |
| Crit path kind | in2out |
| Hold Path Sink | flags[0] |
| Minimum clock period | ~14 ns |
| Startpoint types | input port |
| Ys Warns | 1 |
| Relative slew slack | 0.296 |
| Initial antenna violation count | 1 |
| Yosys top cell by instances | a21oi_1 |
| Wire per inst | 29.2 um |
| Met2 Usage GRT | 0.496 |
| EDFF count, synth | 0 |
| Worst-Margin Slew | 1.03 ns |
| Cells after DPL | between 3000 and 4000 |
| Dominant flop cell | dlxtn_1 |
| Final WL | 104 mm |
| Vias in the first global route | 21022 |
| Synthesized area | roughly 18000 sq um |
| Setup violations, final | 0 |
| Die W | between 200 and 250 um |
| Endpoints left unconstrained | between 60 and 70 |
| Fin Setup TNS | 0 ns |
| Share of layout cells above drive strength 1 | 0.0701 |
| Crit-path max FO | 11 |
| Area growth from synthesis to layout | 11.7% |
| Busiest layer in global routing | met2 |
| First-pass GRT wire length | ~150 mm |
| Met3 usage | 0.0832 |
| Yosys cell count | ~2800 |
| DRT Pass-1 Iters | 6 |
| Worst hold path class | in2out |
| Antenna-violating nets left | 0 |
| GP Congestion | between 1 and 1.5 |
| # IOs | 131 |
## cell usage in the layout (no fill, tap or decap), drive strengths merged, types with 42 or more instances in the layout
| master | n |
|---|---|
| a211oi | 43 |
| mux2 | 42 |
| inv | 123 |
| xnor2 | 107 |
| buf | 80 |
| o211ai | 53 |
| nor3 | 107 |
| nand2 | 268 |
| a21oi | 277 |
| o22ai | 53 |
| o21ai | 209 |
| nand3 | 82 |
| nor2 | 268 |
| mux2i | 154 |
| ha | 102 |
| a31oi | 44 |
| clkdlybuf4s50 | 124 |
## where the power goes
part	switching [mW]	internal (mW)
Combinational	0.398	0.214
Sequential	0.00334	0.0174
Clock	0	0
Total	0.401	0.231
## per-layer routing
metal,wire length (um),part of all wire
met5,19,0.00018
met4,5590,0.054
met3,12300,0.12
met2,43200,0.42
met1,42500,0.41
## stage by stage
stage	utilization	hold slack (ns)
after floorplan	-	8.56
after global placement	0.342	9.64
after detailed placement	0.342	9.63
after CTS	0.342	9.63
after global routing	0.342	9.66
final	0.342	9.62
## critical path: cells and delay by family
kind	cells	cell delay, ns
AND-OR/OR-AND	6	2.58
buffers and inverters	3	1.30
AND/OR/NAND/NOR	2	1.02
adder cells (fa/ha/maj)	1	0.46
multiplexers	2	0.38
XOR/XNOR	1	0.27
## worst max-delay path by stage
stage / slack, ns / end / start / cells past startpoint
after CTS: 6.68 / flags[1] / instruction[17] / 15
after global routing: 6.14 / flags[1] / instruction[17] / 16
final: 6.51 / flags[0] / regA[4] / 15
## cell families after synthesis
family / Yosys count / share of synthesized area
buffers and inverters: 314 / 0.0712
AOI/OAI and AO/OA: 1022 / 0.376
adders and majority gates: 109 / 0.0776
xor gates and xnor gates: 142 / 0.0709
latches: 32 / 0.0271
muxes: 207 / 0.128
and+or+nand+nor: 941 / 0.249
## cell type report
| cell class | instances | share of cell area |
|---|---|---|
| Inverter | 124 | 0.0235 |
| Multi-Input combinational cell | 2421 | 0.811 |
| Sequential cell | 32 | 0.0242 |
| Tap cell | 765 | 0.0483 |
| Timing Repair Buffer | 204 | 0.0928 |
No activity file was given, so power comes from the tool's default toggle rates.
